<file path="flow/run.sh">
#!/bin/bash
# OpenROAD 26Q1-2900-gdf79404cd8, Yosys 0.63+post, stock flow scripts
make -C /OpenROAD-flow-scripts/flow DESIGN_CONFIG=/design/flow/config.mk WORK_HOME=/design/flow/orfs finish
</file>
<file path="flow/config.mk">
export PLATFORM = sky130hd
export DESIGN_NAME = LDMAC
export DESIGN_NICKNAME = LDMAC
export VERILOG_FILES = /design/flow/design.v
export SDC_FILE = /design/flow/constraint.sdc
export NUM_CORES = 4
export LEC_CHECK = 1
export CORE_UTILIZATION = 50
</file>
<file path="flow/constraint.sdc">
current_design LDMAC

set clk_period 15.2
set clk_io_pct 0.2

create_clock -name clk0 -period $clk_period [get_ports {clk}]

set non_clock_inputs [all_inputs -no_clocks]
set_input_delay [expr $clk_period * $clk_io_pct] -clock clk0 $non_clock_inputs
set_output_delay [expr $clk_period * $clk_io_pct] -clock clk0 [all_outputs]
</file>
<file path="flow/design.v">
module AddRoundKey(a0,a1,a2,a3,
                   key,
                   rc,
                   b0,b1,b2,b3);
input [15:0] a0,a1,a2,a3;
input [31:0] key;
input [5:0]  rc;
output[15:0] b0,b1,b2,b3;
assign b0 = a0 ^ key[15:0];
assign b1 = a1 ^ key[31:16];
assign b2 = a2;
assign b3[15]   = a3[15] ^ 1'b1;
assign b3[14:6] = a3[14:6];
assign b3[5:0]  = a3[5:0] ^ rc;
endmodule
module GS(a3,a2,a1,a0,sbox_type,
          b3,b2,b1,b0);
input  a3,a2,a1,a0,sbox_type;
output b3,b2,b1,b0;
nand (a0_a2,a0,a2);
xnor (t1,a1,a0_a2);
nand (t1_a3,t1,a3);
xnor (t0,a0,t1_a3);
nor  (t0_t1,t0,t1);
xnor (t2,a2,t0_t1);
xnor (t3,a3,t2);
xnor (s1,t1,t3);
nand (t0_s1,t0,s1);
xnor (s2,t2,t0_s1);
buf  (b3,t0);
buf  (b1,s1);
buf  (b2,s2);
xor  (b0,t3,sbox_type);
endmodule
module KeyUpdate(a,
                 b);
input [127:0] a;
output[127:0] b;
wire [31:0] a0,a1,a2,a3;
wire [31:0] b0,b1,b2,b3;
assign a0 = a[31:0];
assign a1 = a[63:32];
assign a2 = a[95:64];
assign a3 = a[127:96];
assign b3[0] = a0[12];
assign b3[1] = a0[13];
assign b3[2] = a0[14];
assign b3[3] = a0[15];
assign b3[4] = a0[0];
assign b3[5] = a0[1];
assign b3[6] = a0[2];
assign b3[7] = a0[3];
assign b3[8] = a0[4];
assign b3[9] = a0[5];
assign b3[10] = a0[6];
assign b3[11] = a0[7];
assign b3[12] = a0[8];
assign b3[13] = a0[9];
assign b3[14] = a0[10];
assign b3[15] = a0[11];
assign b3[16] = a0[18];
assign b3[17] = a0[19];
assign b3[18] = a0[20];
assign b3[19] = a0[21];
assign b3[20] = a0[22];
assign b3[21] = a0[23];
assign b3[22] = a0[24];
assign b3[23] = a0[25];
assign b3[24] = a0[26];
assign b3[25] = a0[27];
assign b3[26] = a0[28];
assign b3[27] = a0[29];
assign b3[28] = a0[30];
assign b3[29] = a0[31];
assign b3[30] = a0[16];
assign b3[31] = a0[17];
assign b0 = a1;
assign b1 = a2;
assign b2 = a3;
assign b = {b3,b2,b1,b0};
endmodule
module LDMAC(clk,rst,
             load_s1,load_s2,
             load_k,
             load_m,
             din,
             dout,
             dout_valid,
             done);
input            clk,rst;
input            load_s1,load_s2;
output reg       load_k;
output reg       load_m;
input     [63:0] din;
output reg[63:0] dout;
output reg       dout_valid;
output reg       done;
reg [63:0]  s1;
reg [63:0]  s2;
reg [127:0] k_enc;
reg         sbox_type;
reg  [63:0] xmi;
wire [63:0] xmo;
reg  [63:0] rfi;
wire [63:0] rfo;
reg         rst_lfsr;
wire [5:0]  LFSR_out;
wire [127:0] kuo;
reg [2:0] state;
reg [4:0] cntr,cntr_limit;
reg       cntr_up;
reg [2:0] blok;
reg       blok_up;
always @(posedge clk) begin 
    if(rst) begin
        state <= 0;
    end
    else begin
        case(state)
        3'd0: state <= 4;                   
        3'd1: state <= (cntr_up) ? 5 : 1;   
        3'd2: state <= (cntr_up) ? 3 : 2;   
        3'd3: state <= (cntr_up) ? 6 : 3;   
        3'd4: state <= (blok_up) ? 2 : 1;   
        3'd5: state <= (cntr_up) ? 0 : 5;   
        3'd6: state <= (cntr_up) ? 7 : 6;   
        3'd7: state <= (cntr_up) ? 0 : 7;   
        default: state <= state;
        endcase
    end
end
always @(*) begin
    case(state)
    3'd1,3'd5: cntr_limit=13;
    3'd3,3'd7: cntr_limit=27;
    default  : cntr_limit=1;
    endcase
end
always @(*) begin
    cntr_up = (cntr==cntr_limit);
end
always @(posedge clk) begin
    case(state)
    3'd0,3'd4: cntr <=0;
    default  : cntr <= (~cntr_up) ? cntr+1 : 0;
    endcase
end
always @(*) begin
    blok_up = (blok==7);
end
always @(posedge clk) begin
    blok <= (rst) ? 0 : blok + (state==3'd4);
end
always @(posedge clk) begin 
    load_m <= (state==3'd4);
end
always @(*) begin  
    case(state)
    3'd2,3'd6: load_k = 1;
    default:   load_k = 0;
    endcase
end
always @(*) begin
    done       = ((state==3'd7) && cntr_up); 
    dout       = rfo;
    dout_valid = ((state==3'd3 || state==3'd7) && cntr_up); 
end
always @(posedge clk) begin
    if(load_s1) begin
        s1 <= din;
    end
    else begin
        case(state)
        3'd0     : s1 <= xmo;
        3'd1,3'd3: s1 <= rfo;
        default  : s1 <= s1;
        endcase
    end
end
always @(posedge clk) begin
    if(load_s2) begin
        s2 <= din;
    end
    else begin
        case(state)
        3'd4     : s2 <= xmo;
        3'd5,3'd7: s2 <= rfo;
        default  : s2 <= s2;
        endcase
    end
end
always @(posedge clk) begin 
    case(state)
    3'd2,3'd6: k_enc <= {k_enc[63:0],din};
    default  : k_enc <= kuo;
    endcase
end
reg [63:0] s1_s2;
always @(*) begin
    s1_s2 = (state[2]==1'b0) ? s1 : s2;
end
always @(*) begin
    xmi = s1_s2;
    rfi = s1_s2;
end
always @(*) begin
    case(state)
    3'd3,3'd7: sbox_type = 0;
    default  : sbox_type = 1;
    endcase
end
always @(*) begin
    case(state)
    3'd4    : rst_lfsr = 1;
    default : rst_lfsr = (cntr_up);
    endcase  
end
XORmessage xm0(xmi,
               din,
               xmo);
RoundFunction rf0(rfi,
                  (k_enc[31:0] & {32{~sbox_type}}),
                  LFSR_out,
                  sbox_type,
                  rfo);
LFSR lf0(clk,rst_lfsr,
         LFSR_out);
KeyUpdate ku0(k_enc,
              kuo);
endmodule
module LFSR(clk,rst,LFSR_out);
input        clk,rst;
output [5:0] LFSR_out;
reg  [5:0] LFSR_out_r;
wire [5:0] LFSR_out_w;
assign LFSR_out_w[5] = LFSR_out_r[4];
assign LFSR_out_w[4] = LFSR_out_r[3];
assign LFSR_out_w[3] = LFSR_out_r[2];
assign LFSR_out_w[2] = LFSR_out_r[1];
assign LFSR_out_w[1] = LFSR_out_r[0];
assign LFSR_out_w[0] = LFSR_out_r[5] ^ LFSR_out_r[4] ^ 1'b1;
always @(posedge clk) begin
    if(rst) begin
        LFSR_out_r[5] <= 0;
        LFSR_out_r[4] <= 0;
        LFSR_out_r[3] <= 0;
        LFSR_out_r[2] <= 0;
        LFSR_out_r[1] <= 0;
        LFSR_out_r[0] <= 0;
    end
    else begin
        LFSR_out_r[5] <= LFSR_out_w[5];
        LFSR_out_r[4] <= LFSR_out_w[4];
        LFSR_out_r[3] <= LFSR_out_w[3];
        LFSR_out_r[2] <= LFSR_out_w[2];
        LFSR_out_r[1] <= LFSR_out_w[1];
        LFSR_out_r[0] <= LFSR_out_w[0];
    end
end
assign LFSR_out = LFSR_out_w;
endmodule
module PermBits(a0,a1,a2,a3,
                b0,b1,b2,b3);
input [15:0] a0,a1,a2,a3;
output[15:0] b0,b1,b2,b3;
assign b0[0] = a0[0];
assign b0[12] = a0[1];
assign b0[8] = a0[2];
assign b0[4] = a0[3];
assign b0[1] = a0[4];
assign b0[13] = a0[5];
assign b0[9] = a0[6];
assign b0[5] = a0[7];
assign b0[2] = a0[8];
assign b0[14] = a0[9];
assign b0[10] = a0[10];
assign b0[6] = a0[11];
assign b0[3] = a0[12];
assign b0[15] = a0[13];
assign b0[11] = a0[14];
assign b0[7] = a0[15];
assign b1[4] = a1[0];
assign b1[0] = a1[1];
assign b1[12] = a1[2];
assign b1[8] = a1[3];
assign b1[5] = a1[4];
assign b1[1] = a1[5];
assign b1[13] = a1[6];
assign b1[9] = a1[7];
assign b1[6] = a1[8];
assign b1[2] = a1[9];
assign b1[14] = a1[10];
assign b1[10] = a1[11];
assign b1[7] = a1[12];
assign b1[3] = a1[13];
assign b1[15] = a1[14];
assign b1[11] = a1[15];
assign b2[8] = a2[0];
assign b2[4] = a2[1];
assign b2[0] = a2[2];
assign b2[12] = a2[3];
assign b2[9] = a2[4];
assign b2[5] = a2[5];
assign b2[1] = a2[6];
assign b2[13] = a2[7];
assign b2[10] = a2[8];
assign b2[6] = a2[9];
assign b2[2] = a2[10];
assign b2[14] = a2[11];
assign b2[11] = a2[12];
assign b2[7] = a2[13];
assign b2[3] = a2[14];
assign b2[15] = a2[15];
assign b3[12] = a3[0];
assign b3[8] = a3[1];
assign b3[4] = a3[2];
assign b3[0] = a3[3];
assign b3[13] = a3[4];
assign b3[9] = a3[5];
assign b3[5] = a3[6];
assign b3[1] = a3[7];
assign b3[14] = a3[8];
assign b3[10] = a3[9];
assign b3[6] = a3[10];
assign b3[2] = a3[11];
assign b3[15] = a3[12];
assign b3[11] = a3[13];
assign b3[7] = a3[14];
assign b3[3] = a3[15];
endmodule
module RoundFunction(a,
                     key,
                     rc,
                     sbox_type,
                     b);
input [63:0] a;
input [31:0] key;
input [5:0]  rc;
input        sbox_type;
output[63:0] b;
wire [15:0] a0,a1,a2,a3;
wire [15:0] s0,s1,s2,s3;
wire [15:0] p0,p1,p2,p3;
wire [15:0] b0,b1,b2,b3;
assign a0 = {a[60],a[56],a[52],a[48],a[44],a[40],a[36],a[32],a[28],a[24],a[20],a[16],a[12],a[8] ,a[4],a[0]};
assign a1 = {a[61],a[57],a[53],a[49],a[45],a[41],a[37],a[33],a[29],a[25],a[21],a[17],a[13],a[9] ,a[5],a[1]};
assign a2 = {a[62],a[58],a[54],a[50],a[46],a[42],a[38],a[34],a[30],a[26],a[22],a[18],a[14],a[10],a[6],a[2]};
assign a3 = {a[63],a[59],a[55],a[51],a[47],a[43],a[39],a[35],a[31],a[27],a[23],a[19],a[15],a[11],a[7],a[3]};
SubCells sc0(a0,a1,a2,a3,
             sbox_type,
             s0,s1,s2,s3);
PermBits pm0(s0,s1,s2,s3,
             p0,p1,p2,p3);
AddRoundKey ak0(p0,p1,p2,p3,
                key,
                rc,
                b0,b1,b2,b3);
assign b={b3[15],b2[15],b1[15],b0[15],
          b3[14],b2[14],b1[14],b0[14],
          b3[13],b2[13],b1[13],b0[13],
          b3[12],b2[12],b1[12],b0[12],
          b3[11],b2[11],b1[11],b0[11],
          b3[10],b2[10],b1[10],b0[10],
          b3[9] ,b2[9] ,b1[9] ,b0[9] ,
          b3[8] ,b2[8] ,b1[8] ,b0[8] ,
          b3[7] ,b2[7] ,b1[7] ,b0[7] ,
          b3[6] ,b2[6] ,b1[6] ,b0[6] ,
          b3[5] ,b2[5] ,b1[5] ,b0[5] ,
          b3[4] ,b2[4] ,b1[4] ,b0[4] ,
          b3[3] ,b2[3] ,b1[3] ,b0[3] ,
          b3[2] ,b2[2] ,b1[2] ,b0[2] ,
          b3[1] ,b2[1] ,b1[1] ,b0[1] ,
          b3[0] ,b2[0] ,b1[0] ,b0[0] };
endmodule
module SubCells(a0,a1,a2,a3,sbox_type,
                b0,b1,b2,b3);
input [15:0] a0,a1,a2,a3;
input        sbox_type;
output[15:0] b0,b1,b2,b3;
GS u15(a3[15],a2[15],a1[15],a0[15],sbox_type,b3[15],b2[15],b1[15],b0[15]);
GS u14(a3[14],a2[14],a1[14],a0[14],sbox_type,b3[14],b2[14],b1[14],b0[14]);
GS u13(a3[13],a2[13],a1[13],a0[13],sbox_type,b3[13],b2[13],b1[13],b0[13]);
GS u12(a3[12],a2[12],a1[12],a0[12],sbox_type,b3[12],b2[12],b1[12],b0[12]);
GS u11(a3[11],a2[11],a1[11],a0[11],sbox_type,b3[11],b2[11],b1[11],b0[11]);
GS u10(a3[10],a2[10],a1[10],a0[10],sbox_type,b3[10],b2[10],b1[10],b0[10]);
GS u09(a3[ 9],a2[ 9],a1[ 9],a0[ 9],sbox_type,b3[ 9],b2[ 9],b1[ 9],b0[ 9]);
GS u08(a3[ 8],a2[ 8],a1[ 8],a0[ 8],sbox_type,b3[ 8],b2[ 8],b1[ 8],b0[ 8]);
GS u07(a3[ 7],a2[ 7],a1[ 7],a0[ 7],sbox_type,b3[ 7],b2[ 7],b1[ 7],b0[ 7]);
GS u06(a3[ 6],a2[ 6],a1[ 6],a0[ 6],sbox_type,b3[ 6],b2[ 6],b1[ 6],b0[ 6]);
GS u05(a3[ 5],a2[ 5],a1[ 5],a0[ 5],sbox_type,b3[ 5],b2[ 5],b1[ 5],b0[ 5]);
GS u04(a3[ 4],a2[ 4],a1[ 4],a0[ 4],sbox_type,b3[ 4],b2[ 4],b1[ 4],b0[ 4]);
GS u03(a3[ 3],a2[ 3],a1[ 3],a0[ 3],sbox_type,b3[ 3],b2[ 3],b1[ 3],b0[ 3]);
GS u02(a3[ 2],a2[ 2],a1[ 2],a0[ 2],sbox_type,b3[ 2],b2[ 2],b1[ 2],b0[ 2]);
GS u01(a3[ 1],a2[ 1],a1[ 1],a0[ 1],sbox_type,b3[ 1],b2[ 1],b1[ 1],b0[ 1]);
GS u00(a3[ 0],a2[ 0],a1[ 0],a0[ 0],sbox_type,b3[ 0],b2[ 0],b1[ 0],b0[ 0]);
endmodule
module XORmessage(a,m,b);
input [63:0] a;
input [63:0] m;
output[63:0] b;
assign b = a ^ m;
endmodule
</file>
==> out/notes.md <==
The startpoint of the most critical hold path was k_enc[76]. Between the synthesized netlist and the finished layout, the area growth was recorded as 15.6%. Routability-driven placement finished with a final weighted congestion of 0.871.

Per the detail_route report, inserted antenna diodes total 0. Input and output buffers added on the ports amount to 135. The final core utilization is 0.595.

In the layout the commonest cells are 430 x nand2_1, 145 x dfxtp_1, 133 x clkdlybuf4s50_1. The die height works out to 178 um. The measured slew at the worst slew-check pin was 0.986 ns; the number of core rows was 63.

The final hold violation count recorded for this run is 0. The critical path is of the register to output pin type. For the clock sink total, the log shows 274. The number of logged tool warnings was 25; the number of cells in Yosys stat was 1735. The logs give 0 for the number of slew-limit violations in the final report and 4450 um for the routed wire length on met3. Internal power comes to 2.88 mW.

For the via count, the log shows 13100. The synthesized netlist has a Yosys-reported chip area of 15500 um^2. The worst setup path is captured at an output pin. For this run, design rule violations remaining after detail routing come to 0. The gate count of the mapped netlist is 1735, and the routed wirelength normalized by instance count is 22.4 um. The power share of the sequential group was 0.283; the fraction of power consumed by combinational cells was 0.557. For the clock latency on the worst-skew pair, the log shows 0.56 ns.

Post-route setup TNS: 0 ns. The region available for standard cell placement spans 30000 um^2. With the fraction of the core area occupied by cells at floorplan at 0.514, the cell count of the worst hold path is 2. Timing would allow up to 136 MHz. The top metal layer carrying routed signals was met4. The power density relative to cell area was 270 nW/um^2. TritonCTS built the clock tree. The horizontal die dimension reported for this design is 178 um.

The first global-routing pass estimated 74600 um of wire. The fraction of final layout cells with drive strength greater than 1 came out at 0.0851. The clock tree root buffer cell was clkbuf_16. The end of the worst hold path is k_enc[44].

The most common logic cell in the final layout is nand2_1. The via count normalized by instance count is 5.90. The post-synth register bit count is 274. In the per-layer breakdown of the detailed-route log, met1 shows 21800 um. The sequential element share of the synthesized area is 0.438, and the standby leakage power is 7.46 nW. Per the timing report, the biggest fanout along the worst path comes to 27.

With the floorplan die area at 31600 um^2, the worst-case reg-to-reg path depth is 7. Max-cap check violation count: 0. The run gives 56 as the number of unique standard cell types used by synthesis. The logs give 2559 for the filler cell count and 0.341 for the relative slew slack. The logs give 11.46 ns for the slack of the worst reg-to-reg path and 0.417 ns for the final hold slack.

The time the final worst path needs with I/O delays and setup came out at 7.38 ns. The OpenROAD report gives the critical path a data arrival time of 4.34 ns. The iteration-0 DRC count of the detailed router was 1099; the worst clock skew on the final layout was 0.00800 ns. The buffer levels on the longest clock path came out at 3. For the number of buffers added by the clock tree synthesis step, the log shows 30.

Detailed placement ended at an HPWL of 33300 um. The final report lists the setup-violating endpoint count as 0. The run gives 0 for the global route total overflow. The tools report the required time of the worst setup path as 12.16 ns. The fraction of the cycle the final worst path needs was 0.485. The post-CTS clock slew at the launch and capture registers of the worst setup and hold paths works out to 0.06 ns.

In this run the VDD rail shows a maximum IR drop of 0.000137 V. In this run the cell area of the synthesized design comes to 15500 um^2. Setup repair after global routing left no endpoint under its margin. The launching element type of the critical path is a register. Entering global routing, the biggest net connects 74 pins. The tools report the share of total power in the clock network as 0.160. During synthesis, Yosys emitted a total of 12 warnings. The path category of the worst min-delay check was register to register.

The number of gates resized after CTS was 0. For the area taken by flip-flops and latches, the log shows 6770 um^2. Averaged over all synthesized cells, the footprint is 8.91 um^2. The endpoint identified for the worst register-to-register timing path is s1[32]. The number of antenna violations at the first check in global routing is 0, and the footprint of the multi-input gates is 7770 um^2. The iteration count of the initial detailed-routing pass came out at 5.

With the via count of the first global-routing pass at 11900, the all-layer global routing usage is 0.338. The flow ran to the end, and the final reports show no timing, DRC or antenna violations. Wires add up to 49500 um. The level count of the clock H-tree was 1. The number of enable flip-flop cells is 128. The net switching power figure was 1.94 mW; the met2 layer wire length in the routed design was 22100 um. The proportion of total power due to net switching came out at 0.402. The report puts the hold buffer count at CTS at 0. The detail route stage leaves a number of antenna-violating nets equal to 0.

The design draws 4.82 mW. The async set-or-reset flop fraction in the synthesized netlist was 0. Looking at the reg2reg group, the worst path starts from state[0]. The run gives 0 as the buffer count from post-CTS setup fixing. In the synthesized netlist the dominant register cell turns out to be dfxtp_1. For this design the top-level I/O count stands at 136.
==> through the flow <==
stage / instance area [um^2] / instances / setup WS, ns
finish: 17900 / 2212 / 7.82
global route: 17900 / 2212 / 7.61
CTS: 17900 / 2212 / 7.88
detailed placement: 16800 / 2156 / 8.47
global placement: 16800 / 2156 / 8.50
floorplan: 15500 / 1735 / 9.55
==> area by class of cell <==
class | count | share of cell area
Timing Repair Buffer | 155 | 0.0835
Inverter | 74 | 0.0157
Multi-Input combinational cell | 1263 | 0.435
Sequential cell | 274 | 0.379
Clock inverter | 9 | 0.00392
Clock buffer | 47 | 0.0556
Tap cell | 390 | 0.0273
==> power groups by stage <==
stage,clock (mW),sequential [mW],combinational (mW)
after CTS,0.777,1.36,2.68
after global routing,0.802,1.41,2.94
final,0.770,1.36,2.68
==> cell usage after synthesis (19+ instances only) <==
cell type	instances	area, um^2
a22oi_1	118	886
a21oi_1	26	130
clkbuf_1	72	270
inv_1	74	278
mux2i_1	22	220
o21ai_1	31	155
a21o_1	119	893
edfxtp_1	128	3840
nor2_1	120	450
mux2i_2	36	495
nand2b_1	19	119
o21ai_0	109	546
dfxtp_1	146	2920
nand2_1	432	1620
buf_4	25	188
xnor2_1	88	771
==> routing by layer <==
metal	global-route usage	vias up
met2	0.498	573
met4	0.0673	0
met5	0	-
met1	0.527	6272
li1	-	6143
met3	0.0886	67
==> worst max-delay path, stage by stage, from the launching register on <==
cell and delay (ns):
dfxtp_4 0.44, buf_4 0.54, buf_4 0.67, mux2i_1 0.64, nor2_1 0.08, a221oi_1 0.81
inv_1 0.12, clkdlybuf4s50_1 0.44
==> cells by family (layout without fill, tap and decap cells) <==
family,count (synthesis),after routing,share of synthesized area
AND/OR/NAND/NOR,622,622,0.166
AND-OR/OR-AND,452,452,0.198
flip-flops,274,274,0.438
buffers and inverters,198,285,0.0623
XOR/XNOR,102,102,0.0578
multiplexers,84,84,0.0762
adder cells (fa/ha/maj),3,3,0.00243
==> state kept, by name, summed over array words and instances (netlist names) <==
register        cells
s2                 64
blok                3
lf0.LFSR_out_r      6
load_m              1
s1                 64
state               3
k_enc             128
cntr                5
==> worst max-delay path by stage <==
stage         slack [ns]  cells past startpoint      from  endpoint
global route        7.61                      7  state[2]   dout[6]
finish              7.82                      7  state[2]   dout[6]
CTS                 7.88                      7  state[2]   dout[6]
Power is estimated from default activity; no workload was simulated.
